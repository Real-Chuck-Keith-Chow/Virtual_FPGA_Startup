`run.sh`:
```
#!/bin/bash
# OpenROAD 26Q1-2900-gdf79404cd8, Yosys 0.63+post, stock flow scripts
make -C /OpenROAD-flow-scripts/flow DESIGN_CONFIG=/design/flow/config.mk WORK_HOME=/design/flow/orfs finish
```
`config.mk`:
```
export PLATFORM = sky130hd
export DESIGN_NAME = counter
export DESIGN_NICKNAME = counter
export VERILOG_FILES = /design/flow/design.v
export SDC_FILE = /design/flow/constraint.sdc
export NUM_CORES = 4
export LEC_CHECK = 1
export CORE_AREA = 10 10 70 70
export DIE_AREA = 0 0 80 80
```
`constraint.sdc`:
```
current_design counter

set clk_period 1.8
set clk_io_pct 0.2

create_clock -name clk0 -period $clk_period [get_ports {clk}]

set non_clock_inputs [all_inputs -no_clocks]
set_input_delay [expr $clk_period * $clk_io_pct] -clock clk0 $non_clock_inputs
set_output_delay [expr $clk_period * $clk_io_pct] -clock clk0 [all_outputs]
```
`design.v`:
```
module counter (
    input clk,
    input rst,
    output reg [7:0] out
);
    always @(posedge clk) begin
        if (rst)
            out <= 0;
        else
            out <= out + 1;
    end
endmodule
```
==> impl_metrics.env <==
# yosys + openroad results
export IMPL_outcome="complete, no violations"
export IMPL_io_buffers=9
export IMPL_gp_routability_congestion=0.747
export IMPL_antenna_found_initial=0
export IMPL_setup_violations=0
export IMPL_grt_usage_pct=2.60
export IMPL_largestRegisters="out x8"
export IMPL_row_count=21
export IMPL_yosys_warnings=1
export IMPL_worstRegToRegCells=4
export IMPL_ant_nets=0
export IMPL_clock_latency_ps=250
export IMPL_min_path_type="reg -> reg"
export IMPL_avgViaCountPerCell=2.96
export IMPL_post_route_min_period_ps=1520
export IMPL_pwr_density_cell_nw_per_um2=735
export IMPL_antennaDiodeCount=0
export IMPL_r2r_slack_ps=450
export IMPL_cap_violations=0
export IMPL_worstSetupStartpoint="out[4]"
export IMPL_wl_per_cell_um=8.07
export IMPL_cts_root_buf="clkbuf_4"
export IMPL_grt_pass1_vias=280
export IMPL_die_area_um2=6400
export IMPL_slew_headroom_pct=80.3
export IMPL_maxSlewViolCount=0
export IMPL_cp_end_kind="primary output"
export IMPL_postSynthSeqShare_pct=52.7
export IMPL_tool_warnings=25
export IMPL_arrival_ps=1160
export IMPL_netlist_instances=33
export IMPL_hold_worst_slack_ps=475
export IMPL_leakage_nw=0.148
export IMPL_yosysUniqueCellTypes=15
export IMPL_final_cell_count_no_fill=90
export IMPL_r2r_start="out[0]"
export IMPL_drc=0
export IMPL_skew_ps=5.68
export IMPL_crit_slowest_cell="clkdlybuf4s50_1"
export IMPL_layout_top_cell="clkdlybuf4s50_1"
export IMPL_critPathCapture="out[4]"
export IMPL_hold_depth=1
export IMPL_drive_above_1_share_pct=9.09
export IMPL_rsz0062_at_grt="false"
export IMPL_tightestPinTransition_ps=295
export IMPL_dpl_hpwl_um=574
export IMPL_peakVddDrop_v=0.000418
export IMPL_cp_start_kind="register"
export IMPL_grt_max_degree=9
export IMPL_synth_avg_cell_area_um2=9.21
export IMPL_numClockSinks=8
export IMPL_dieWidth_um=80
export IMPL_largest_register_ffs=8
export IMPL_path_depth=1
export IMPL_tns_ps=0
export IMPL_cp_max_fo=5
export IMPL_ioPinCount=10
export IMPL_vias=266
export IMPL_required_ps=1440
export IMPL_r2r_end="out[6]"
export IMPL_htree_levels=1
export IMPL_cts_repair_resized=0
export IMPL_area_delta_synth_final_pct=54.7
export IMPL_syn_area_um2=304
export IMPL_post_cts_buffers=0
export IMPL_path_clk_slew_ps=50
export IMPL_ys_chip_area_um2=304
export IMPL_path_cells="clkdlybuf4s50_1"
export IMPL_drt_pass1_iter_count=2
export IMPL_top_register="out"
export IMPL_grt_ovfl_total=0
export IMPL_layout_top_cells="clkdlybuf4s50_1 (9), dfxtp_1 (8), nor2_1 (4)"
export IMPL_dp_cells=87
export IMPL_fin_crit_sh_pct=84.3
export IMPL_coreArea_um2=3420
export IMPL_crit_family="buffers and inverters"
export IMPL_synth_flops=8
export IMPL_cts_buffers=3
export IMPL_totalWireLength_um=726
export IMPL_clockBufferDepth=2
export IMPL_critPathBufInv=1
export IMPL_grt_pass1_wl_um=1300
export IMPL_cts_hold_buf=0
export IMPL_fillers=403
export IMPL_cts_tree="built"
export IMPL_max_clock_freq_mhz=659
export IMPL_ys_cells=33
export IMPL_fp_util_pct=8.90
export IMPL_die_h_um=80
export IMPL_timing_final_hold_violations=0
export IMPL_path_class="reg -> out"
export IMPL_critPathMaxStageDelay_ps=500
export IMPL_drt_iter0_drc=7
==> how the worst min path moves through the flow <==
stage	from	to	slack, ps
6_report	out[0]	out[0]	470
5_1_grt	out[0]	out[0]	510
4_1_cts	out[0]	out[0]	480
==> cells in the mapped netlist <==
cell / count / share of area (%)
clkbuf_1: 1 / 1.2
nand4_1: 1 / 2.1
nor2_1: 4 / 4.9
and3_2: 1 / 2.5
or3_1: 3 / 6.2
dfxtp_1: 8 / 53
a21oi_1: 3 / 4.9
nand2_1: 1 / 1.2
xnor2_1: 2 / 5.8
o21ai_0: 3 / 4.9
ha_1: 1 / 4.1
nand3_1: 2 / 3.3
inv_1: 1 / 1.2
xor2_1: 1 / 2.9
nor2b_1: 1 / 2.1
==> cell type report <==
class                           count  area, um2  share of cell area (%)
Clock buffer                        3       22.5                    4.79
Inverter                            1       3.75                   0.798
Multi-Input combinational cell     23        136                    29.0
Sequential cell                     8        160                    34.0
Tap cell                           46       57.6                    12.2
Timing Repair Buffer                9       90.1                    19.1
==> through the flow <==
stage | worst slack [ps] | utilization, % | power [mW] | instance area (um2)
finish | 283 | 13.8 | 0.346 | 470
global route | 197 | 13.8 | 0.368 | 470
CTS | 269 | 13.8 | 0.350 | 470
detailed placement | 486 | 13.1 | 0.216 | 448
global placement | 543 | 13.1 | 0.215 | 448
floorplan | 631 | - | 0.200 | 304
==> power breakdown <==
part / switching (mW) / leakage, nW / total [mW] / internal [mW]
Clock: 0.0571 / 0.0138 / 0.133 / 0.0760
Sequential: 0.00644 / 0.0651 / 0.190 / 0.183
Combinational: 0.00682 / 0.0689 / 0.0229 / 0.0161
Total: 0.0704 / 0.148 / 0.346 / 0.275
==> cell families (layout without fill, tap and decap cells) <==
family / count (synthesis) / count (layout) / share of synthesized area, %
AOI/OAI and AO/OA: 6 / 6 / 9.87
xor gates and xnor gates: 3 / 3 / 8.64
buffers and inverters: 2 / 13 / 2.47
adders and majority gates: 1 / 1 / 4.11
DFF: 8 / 8 / 52.7
and+or+nand+nor: 13 / 13 / 22.2
==> per-layer routing <==
layer	routed length [um]	track usage [%]	vias to the layer above
met1	384	3.56	114
met2	188	2.49	12
met5	0	0	-
met3	153	2.95	0
met4	0	0.352	0
li1	-	-	140
Power and IR drop assume default switching activity.
